$ cat ./design.v
module ALU ( 
  input [2:0] Op_code,
  input [31:0] A, B,
  output reg [31:0] Y
);
always@(A,B,Op_code)
begin
case(Op_code)
  3'b000 : Y =A;
  3'b001 : Y =A+B;
  3'b010 : Y = A-B;
  3'b011 : Y = A&B;
  3'b100 : Y= A|B;
  3'b101 : Y =A+1;
  3'b110 : Y=A-1;
  3'b111 : Y=B;
  default : Y=32'bzzzzzzzzzzzzzzzzzzzzzzzzzzzzzzzz;
endcase
end
endmodule
$ cat ./run.sh
#!/bin/bash
# OpenROAD 26Q1-2900-gdf79404cd8, Yosys 0.63+post, stock flow scripts
make -C /OpenROAD-flow-scripts/flow DESIGN_CONFIG=/design/flow/config.mk WORK_HOME=/design/flow/orfs finish
$ cat ./config.mk
export PLATFORM = sky130hd
export DESIGN_NAME = ALU
export DESIGN_NICKNAME = ALU
export VERILOG_FILES = /design/flow/design.v
export SDC_FILE = /design/flow/constraint.sdc
export NUM_CORES = 4
export LEC_CHECK = 1
export CORE_UTILIZATION = 40
$ cat ./constraint.sdc
current_design ALU

set clk_period 26.3
set clk_io_pct 0.2

create_clock -name clk0 -period $clk_period

set non_clock_inputs [all_inputs -no_clocks]
set_input_delay [expr $clk_period * $clk_io_pct] -clock clk0 $non_clock_inputs
set_output_delay [expr $clk_period * $clk_io_pct] -clock clk0 [all_outputs]
==> flow_summary.json <==
{
  "status": "finished clean",
  "critPathArrivalTime_ps": 11000,
  "drv_cap": 0,
  "crit_buf_inv": 3,
  "met3WireLength_um": 1040,
  "ys_seq_share_pct": 0,
  "final_hold_viol_count": 0,
  "seq_cell_count": 0,
  "cpPeakStageDelay_ps": 560,
  "rows": 33,
  "grt_start_max_net_pins": 42,
  "avgSynthCellArea_um2": 6.62,
  "portBuffers": 99,
  "warnings": 33,
  "rsz0062_at_grt": "no",
  "hp-start": "A[3]",
  "cp-end-kind": "output port",
  "fp.dieW_um": 96.0,
  "max_freq_mhz": 61.5,
  "avgViaCountPerCell": 6.20,
  "dp.cells": 712,
  "antenna_found_initial": 0,
  "tightestPinTransition_ps": 800,
  "grt_pass1_wl_um": 20600,
  "hold_slack_ps": 11440,
  "path_max_fanout": 6,
  "worstSetupPathType": "primary input to output port",
  "grt_pass1_vias": 3924,
  "hold_buffers": 0,
  "synth.distinct_cells": 69,
  "routed.top_layer": "met4",
  "path_delay_family": "AND-OR/OR-AND gates",
  "totalPowerFinal_uw": 124,
  "finalClockPeriodUsage_pct": 61.8,
  "critPathLaunchType": "primary input",
  "ioPinCount": 99,
  "drcViolationCount": 0,
  "ant_nets": 0,
  "cp-startpoint": "B[0]",
  "topCellsByArea": "ha_1, xnor2_1, nand2_1",
  "area.sequential_um2": 0,
  "core_util_floorplan_pct": 42.2,
  "routed_wl_um": 13300,
  "drv_slew": 0,
  "wl_per_cell_um": 18.7,
  "gp_congestion": 0.988,
  "yosysTopAreaCell": "ha_1",
  "n_fill_cell": 844,
  "hp-class": "primary input to output port",
  "drive_above_1_share_pct": 5.93,
  "clock_buffers": 0,
  "fin_cells": 712,
  "ys_cells": 534,
  "track_usage_pct": 29.3,
  "cp.required_ps": 21040,
  "crit_chain": "clkdlybuf4s50_1, inv_1, ha_1, or3b_2, nor2_1, nand2_1, nor2_1, xnor2_1, a221oi_1, ha_1, a211oi_1, nor2_1, o41a_1, a221oi_1, a21boi_0, o21a_1, o21ai_0, mux2_2, a221oi_1, clkdlybuf4s50_1",
  "yosysWarnings": 2,
  "ir_worst_vdd_mv": 0.0118,
  "dr.pass1.iters": 5,
  "drt_iter0_drc": 310,
  "top_area_share_pct": 11.3,
  "logic_area_mm2": 0.00332,
  "yosysMostFrequentCell": "nand2_1",
  "leakagePower_uw": 0.00175,
  "syn_to_final_growth_pct": 29.7,
  "setup_viol": 0,
  "die.size.y_um": 96.0,
  "vias": 4414,
  "core_area_mm2": 0.00838,
  "tns_ps": 0,
  "wl_met2_um": 5730,
  "ys_area_mm2": 0.00353,
  "cts_setup_buffers": 0,
  "dp_hpwl_um": 10100,
  "p_per_area_mw_per_mm2": 27.1,
  "cts-resized-gates": 0,
  "final.min_clock_period_ps": 16260,
  "synthCells": 534,
  "wl_met1_um": 6500,
  "slew-limit-headroom_pct": 46.7,
  "dieArea_mm2": 0.00921,
  "diodes": 0,
  "synthTopCellsByCount": "nand2_1, a21oi_1, o21ai_0",
  "slowest_stage": "a221oi_1",
  "grt_overflow": 0,
  "syn-cell-area_mm2": 0.00353
}
==> worst paths after layout <==
| kind | endpoint | cells after the start |
|---|---|---|
| setup / recovery | Y[23] | 20 |
| hold / removal | Y[3] | 4 |
==> report_power, final <==
group | internal (µW) | switching (µW)
clock | 0 | 0
sequential | 0 | 0
combinational | 62.6 | 61.5
==> layout by cell type (no fill, tap or decap), types with 5 or more instances in the layout <==
| cell type | n |
|---|---|
| a21o_1 | 13 |
| nand2b_1 | 6 |
| nand2_1 | 73 |
| nor2_2 | 5 |
| a221oi_1 | 31 |
| nor2_1 | 29 |
| a22oi_1 | 7 |
| mux2i_1 | 5 |
| o21ai_0 | 42 |
| inv_1 | 19 |
| o21a_1 | 10 |
| nand4_1 | 5 |
| a211oi_1 | 5 |
| a21oi_1 | 53 |
| a221o_1 | 7 |
| xor2_1 | 20 |
| buf_4 | 8 |
| nor3_1 | 11 |
| or3_1 | 9 |
| ha_1 | 32 |
| xnor2_1 | 33 |
| clkdlybuf4s50_1 | 99 |
==> layer usage <==
layer,up-vias,track usage (%)
met5,-,0
li1,2170,-
met3,6,3.53
met4,0,2.11
met2,182,43.8
met1,2056,46.5
==> cell type report <==
class,count,share of cell area (%)
Inverter,20,1.64
Tap cell,105,2.87
Timing Repair Buffer,107,22.9
Multi-Input combinational cell,480,72.6
==> cell families after synthesis <==
family	Yosys count	share of synthesized area (%)
XOR/XNOR	53	13.1
multiplexers	9	2.69
AND/OR/NAND/NOR	174	25.3
AND-OR/OR-AND	211	41.0
adder cells (fa/ha/maj)	33	11.9
buffers and inverters	54	5.98
==> tightest hold or removal path, delay by kind of cell <==
kind                   cells  cell delay [ps]
buffers and inverters      3              870
AOI/OAI and AO/OA          1               50
==> stage by stage <==
| step | setup slack [ps] | instance area, µm² | utilization (%) |
|---|---|---|---|
| after floorplan | 11790 | 3530 | - |
| after global placement | 10080 | 4580 | 54.7 |
| after detailed placement | 10120 | 4580 | 54.7 |
| after CTS | 10080 | 4580 | 54.7 |
| after global routing | 9670 | 4580 | 54.7 |
| final | 10040 | 4580 | 54.7 |
